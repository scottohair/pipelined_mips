===== design/flow/config.mk =====
export PLATFORM = sky130hd
export DESIGN_NAME = fsm
export DESIGN_NICKNAME = fsm
export VERILOG_FILES = /design/flow/design.v
export SDC_FILE = /design/flow/constraint.sdc
export NUM_CORES = 4
export LEC_CHECK = 1
export CORE_AREA = 10 10 70 70
export DIE_AREA = 0 0 80 80

===== design/flow/run.sh =====
#!/bin/bash
# OpenROAD 26Q1-2900-gdf79404cd8, Yosys 0.63+post, stock flow scripts
make -C /OpenROAD-flow-scripts/flow DESIGN_CONFIG=/design/flow/config.mk WORK_HOME=/design/flow/orfs finish

===== design/flow/design.v =====
module fsm(reset, clk, clr, load_ab, load_p, shf_b, shf_p, en_add);
input	reset, clk;
output	clr, load_ab, load_p, shf_b, shf_p, en_add;
reg		clr, load_ab, load_p, shf_b, shf_p, en_add;
reg[4:0]	cs, nexts;
parameter s_clr = 			5'b00000,
          s_load_ab = 		5'b00001,
			 s_en_add1 = 		5'b00010,
			 s_load_p1 = 		5'b00011,
			 s_shf_p1 = 		5'b00100,
			 s_shf_b1 = 		5'b00101,
			 s_en_add2 = 		5'b00110,
			 s_load_p2 = 		5'b00111,
			 s_shf_p2 = 		5'b01000,
			 s_shf_b2 = 		5'b01001,
			 s_en_add3 = 		5'b01010,
			 s_load_p3 = 		5'b01011,
			 s_shf_p3 = 		5'b01100,
			 s_shf_b3 = 		5'b01101,
			 s_en_add4 = 		5'b01110,
			 s_load_p4 = 		5'b01111,
			 s_shf_p4 =			5'b10000,
			 s_wait =			5'b10001;
always @ (posedge clk or posedge reset)
begin
	if(reset) cs <= s_clr;
	else cs <= nexts;
end
always @ (cs)
begin
	case(cs)
		s_clr	:			nexts = s_load_ab;		
		s_load_ab :			nexts = s_en_add1;		
		s_en_add1 :			nexts = s_load_p1;
		s_load_p1 :			nexts = s_shf_p1;
		s_shf_p1 :			nexts = s_shf_b1;
		s_shf_b1 :			nexts = s_en_add2;
		s_en_add2 :			nexts = s_load_p2;
		s_load_p2 :			nexts = s_shf_p2;
		s_shf_p2 :			nexts = s_shf_b2;
		s_shf_b2 :			nexts = s_en_add3;
		s_en_add3 :			nexts = s_load_p3;
		s_load_p3 :			nexts = s_shf_p3;
		s_shf_p3 :			nexts = s_shf_b3;
		s_shf_b3 :			nexts = s_en_add4;
		s_en_add4 :			nexts = s_load_p4;
		s_load_p4 :			nexts = s_shf_p4;
		s_shf_p4:			nexts = s_wait;
		s_wait:				nexts = s_wait;
		default :			nexts = s_clr;
	endcase
end
always @ (cs)
begin
	case(cs)
		s_clr:
		begin
			clr = 1;
			load_ab = 0;
			load_p = 0;
			shf_b = 0;
			shf_p = 0;
			en_add = 0;
		end
		s_load_ab:
		begin
			clr = 0;
			load_ab = 1;
			load_p = 0;
			shf_b = 0;
			shf_p = 0;
			en_add = 0;
		end
		s_en_add1:
		begin
			clr = 0;
			load_ab = 0;
			load_p = 0;
			shf_b = 0;
			shf_p = 0;
			en_add = 1;
		end
		s_load_p1:
		begin
			clr = 0;
			load_ab = 0;
			load_p = 1;
			shf_b = 0;
			shf_p = 0;
			en_add = 0;
		end
		s_shf_p1:
		begin
			clr = 0;
			load_ab = 0;
			load_p = 0;
			shf_b = 0;
			shf_p = 1;
			en_add = 0;
		end
		s_shf_b1:
		begin
			clr = 0;
			load_ab = 0;
			load_p = 0;
			shf_b = 1;
			shf_p = 0;
			en_add = 0;
		end
		s_en_add2:
		begin
			clr = 0;
			load_ab = 0;
			load_p = 0;
			shf_b = 0;
			shf_p = 0;
			en_add = 1;
		end
		s_load_p2:
		begin
			clr = 0;
			load_ab = 0;
			load_p = 1;
			shf_b = 0;
			shf_p = 0;
			en_add = 0;
		end
		s_shf_p2:
		begin
			clr = 0;
			load_ab = 0;
			load_p = 0;
			shf_b = 0;
			shf_p = 1;
			en_add = 0;
		end
		s_shf_b2:
		begin
			clr = 0;
			load_ab = 0;
			load_p = 0;
			shf_b = 1;
			shf_p = 0;
			en_add = 0;
		end
		s_en_add3:
		begin
			clr = 0;
			load_ab = 0;
			load_p = 0;
			shf_b = 0;
			shf_p = 0;
			en_add = 1;
		end
		s_load_p3:
		begin
			clr = 0;
			load_ab = 0;
			load_p = 1;
			shf_b = 0;
			shf_p = 0;
			en_add = 0;
		end
		s_shf_p3:
		begin
			clr = 0;
			load_ab = 0;
			load_p = 0;
			shf_b = 0;
			shf_p = 1;
			en_add = 0;
		end
		s_shf_b3:
		begin
			clr = 0;
			load_ab = 0;
			load_p = 0;
			shf_b = 1;
			shf_p = 0;
			en_add = 0;
		end
		s_en_add4:
		begin
			clr = 0;
			load_ab = 0;
			load_p = 0;
			shf_b = 0;
			shf_p = 0;
			en_add = 1;
		end
		s_load_p4:
		begin
			clr = 0;
			load_ab = 0;
			load_p = 1;
			shf_b = 0;
			shf_p = 0;
			en_add = 0;
		end
		s_shf_p4:
		begin
			clr = 0;
			load_ab = 0;
			load_p = 0;
			shf_b = 0;
			shf_p = 1;
			en_add = 0;
		end
		s_wait:
		begin
			clr = 0;
			load_ab = 0;
			load_p = 0;
			shf_b = 0;
			shf_p = 0;
			en_add = 0;
		end
		default:
		begin
			clr = 0;
			load_ab = 0;
			load_p = 0;
			shf_b = 0;
			shf_p = 0;
			en_add = 0;
		end
	endcase
end
endmodule 

===== design/flow/constraint.sdc =====
current_design fsm

set clk_period 2.3
set clk_io_pct 0.2

create_clock -name clk0 -period $clk_period [get_ports {clk}]

set non_clock_inputs [all_inputs -no_clocks]
set_input_delay [expr $clk_period * $clk_io_pct] -clock clk0 $non_clock_inputs
set_output_delay [expr $clk_period * $clk_io_pct] -clock clk0 [all_outputs]

==> run notes <==
Final timing
* 0.318 ns — transition time at the pin with the least slew margin
* 0 ns — setup_tns
* 0.933 — post-layout period usage of the worst path
* 0 — Slew Viols, Final
* 0.00338 ns — clock skew
* false — unrepaired setup endpoints after global routing
* 2.15 ns — min Tclk post-route
* 0 — final setup violation count
* 466 MHz — Max Fclk
* 0.788 — worst relative slew slack
* 0 — hold violation total from the final report

Run
* 0 — max-cap violation count
* 29 — count of tool warnings

Critical path
* 1.69 ns — crit path DAT
* cs[4]$_DFF_PP0_ — Reg2Reg Capture Point
* sky130_fd_sc_hd__dfrtp_1 — critical-path cell with the highest stage delay
* register — launching element type of the critical path
* 0.47 ns — delay of the slowest cell on the worst path
* register to primary output — category of the most critical setup path
* 1.09 ns — worst-case register-to-register setup slack
* 11 — crit-path max FO
* or3_1 > and3_1 > clkdlybuf4s50_1 — cell-by-cell trace of the critical path
* cs[0]$_DFF_PP0_ — worst reg2reg startpoint
* 3 — count of cells along the worst register-to-register path
* primary output — sort of element at the end of the critical path
* 1.84 ns — critical path data required time

Clock tree
* 1 — deepest level of the CTS H-tree
* 0 — post-CTS setup-driven buffer insertion count
* 0.04 ns — post-CTS clock slew at the launch and capture registers of the worst setup and hold paths
* 0.24 ns — worst skew pair latency
* 3 — CTS Buf Count
* 0 — post-cts repair resize count
* 5 — total number of clock tree sinks
* 2 — maximum root-to-sink buffer count
* done — clock tree from TritonCTS
* sky130_fd_sc_hd__clkbuf_4 — root buffer selected by CTS
* 0 — quantity of hold-fixing buffers added after cts

Logic synthesis
* 35 — cells in synth_stat.txt
* 35 — instance count of the mapped netlist
* 345 um2 — synthesized area
* 0.362 — share of the synthesized area in the top cell type
* 1 — tally of yosys warning messages
* sky130_fd_sc_hd__dfrtp_1, sky130_fd_sc_hd__ha_1, sky130_fd_sc_hd__nor2b_1, sky130_fd_sc_hd__buf_6, sky130_fd_sc_hd__inv_1 — cell types occupying the most area after synthesis
* 9.87 um2 — Avg Inst Size Synth
* 0.181 — adder share
* sky130_fd_sc_hd__dfrtp_1 — cell taking the most area after synthesis
* 0 — XOR/XNOR Area Share
* 20 — distinct cell type count of the synthesized netlist
* 0.221 — area fraction in and, or, nand and nor cells after synthesis
* 345 um2 — area figure in the yosys stat output
* simple AND/OR/NAND/NOR gates — Top logic family
* 0.362 — fraction of the yosys area taken by sequential cells
* 5 — total of flip-flops plus latches after synthesis
* 0.0326 — mux share
* 0.109 — and-or/or-and share of the synthesized area

Power
* 155 uW — internal power summed over all cells
* 0.188 nW — cell leakage power
* 0.190 mV — worst IR drop on VDD
* 398 nW/um2 — power density over cell area
* 0.183 — Sw Share
* 0.018 — proportion of power drawn by combinational gates
* 34.8 uW — P_sw
* 190 uW — overall power
* 0.465 — sequential share of power
* 0.518 — clock group share of total power

Placement
* 85 — DP Cell Count
* 0.734 — GPL Wtd Cong
* 539 um — HPWL after DPL
* 452 um2 — Placed Area
* 7 — port bufs

Drt
* 7.58 um — wire per inst
* 0 — iteration-0 DRC count of the detailed router
* 2.92 — via count normalized by instance count
* 260 — vias
* 0 — DRC violation count after routing
* 1 — drt first pass iters
* 0 — antenna violation net count after detailed routing
* 0 — Ant. Diodes
* 675 um — total wire length

Global routing
* 0 — number of antenna violations at the first check in global routing
* 0 — aggregate global routing overflow
* 237 — via count of the first global-routing pass
* 12 — largest net degree at the start of global routing
* 1130 um — global-route wire length before repair
* 0.0216 — Tot GR Track Use

Floorplan
* 0.101 — share of the core filled by cells before placement
* 6400 um2 — Die Size
* 80 um — die x size
* 3420 um2 — area inside the core boundary
* 21 — row cnt
* 8 — number of I/O pins
* 80 um — Die H

Hold path
* input pin to asynchronous set/reset pin — hold crit path type

Final layout
* 0.116 — fraction of final layout cells with drive strength greater than 1
* 89 — final std cells w/o fill
* 478 um2 — Non-Filler Cell Area, Final
* cs — largest register by flop count
* cs: 5 flops — top flop regs
* 0.140 — utilization of the core after routing
* 5 — flip-flop count of the largest register, all copies and words added
* 38.4% — layout overhead on the synthesized area

Run status
* complete, no violations — run status

## how the worst max path moves through the flow
| stage | startpoint | endpoint | slack, ns |
|---|---|---|---|
| after CTS | cs[0]$_DFF_PP0_ | clr | 0.11 |
| after global routing | cs[1]$_DFF_PP0_ | clr | 0.03 |
| final | cs[2]$_DFF_PP0_ | shf_p | 0.15 |
## synthesized netlist by cell type
library cell and count:
sky130_fd_sc_hd__a211oi_1 1, sky130_fd_sc_hd__a21bo_2 1, sky130_fd_sc_hd__a21oi_1 1, sky130_fd_sc_hd__a32o_1 1, sky130_fd_sc_hd__and2b_1 1, sky130_fd_sc_hd__and3_1 1
sky130_fd_sc_hd__buf_2 2, sky130_fd_sc_hd__buf_6 1, sky130_fd_sc_hd__dfrtp_1 5, sky130_fd_sc_hd__ha_1 5, sky130_fd_sc_hd__inv_1 3, sky130_fd_sc_hd__mux2_2 1
sky130_fd_sc_hd__nand2b_1 1, sky130_fd_sc_hd__nand3b_1 1, sky130_fd_sc_hd__nor2_1 3, sky130_fd_sc_hd__nor2b_1 2, sky130_fd_sc_hd__nor3_1 2, sky130_fd_sc_hd__nor4b_1 1
sky130_fd_sc_hd__o21ai_0 1, sky130_fd_sc_hd__or3_1 1
## layout by cell type (no fill, tap or decap), drive strengths merged, types with 2 or more instances in the layout
| master | instances |
|---|---|
| nor2 | 3 |
| dfrtp | 5 |
| ha | 5 |
| inv | 3 |
| clkdlybuf4s50 | 7 |
| nor3 | 2 |
| clkbuf | 4 |
| nor2b | 2 |
## kinds of logic after synthesis
group                    count (synthesis)
flip-flops                               5
adder cells (fa/ha/maj)                  5
buffers and inverters                    6
AND/OR/NAND/NOR                         13
AND-OR/OR-AND                            5
multiplexers                             1
## cell type report
type	instances	area, um2
Timing Repair Buffer	7	70.1
Tap cell	46	57.6
Multi-Input combinational cell	24	188
Clock buffer	4	26.3
Fill cell	402	2940
Inverter	3	11.3
Sequential cell	5	125
## power by group through the flow
stage	sequential [mW]	clock [mW]	combinational, mW
4_1_cts	0.0883	0.103	0.00358
5_1_grt	0.0883	0.106	0.00377
6_report	0.0883	0.0984	0.00338
## critical path: cells and delay by family, from the launching register on
family | cells | cell delay (ns)
buffers and inverters | 1 | 0.42
DFF | 1 | 0.47
and+or+nand+nor | 2 | 0.56
## metal layers
layer	vias to the layer above	global-route usage	share of wire
li1	133	-	-
met1	121	0.0308	0.49
met2	6	0.0257	0.42
met3	0	0.0148	0.080
met4	0	0.00352	0
met5	-	0	0
## through the flow
stage          setup slack (ns)  hold WS [ns]
2_1_floorplan             0.907         0.239
3_3_place_gp              0.380         0.621
3_5_place_dp              0.367         0.633
4_1_cts                   0.111         0.422
5_1_grt                  0.0331         0.434
6_report                  0.153         0.419
Power figures rest on the tool's default switching activity, not on a simulated workload.
