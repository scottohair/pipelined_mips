$ cat design.v
module PC(in, out, clk, rst);
input clk, rst;
input [15:0] in;
output [15:0] out;
reg [15:0] out;
always @ (posedge clk)
  begin
        if (rst)
          out = 0;
        else
       	  out =	in;
  end
endmodule
$ cat run.sh
#!/bin/bash
# OpenROAD 26Q1-2900-gdf79404cd8, Yosys 0.63+post, stock flow scripts
make -C /OpenROAD-flow-scripts/flow DESIGN_CONFIG=/design/flow/config.mk WORK_HOME=/design/flow/orfs finish
$ cat config.mk
export PLATFORM = sky130hd
export DESIGN_NAME = PC
export DESIGN_NICKNAME = PC
export VERILOG_FILES = /design/flow/design.v
export SDC_FILE = /design/flow/constraint.sdc
export NUM_CORES = 4
export LEC_CHECK = 1
export CORE_AREA = 10 10 75 75
export DIE_AREA = 0 0 85 85
$ cat constraint.sdc
current_design PC

set clk_period 1.0
set clk_io_pct 0.2

create_clock -name clk0 -period $clk_period [get_ports {clk}]

set non_clock_inputs [all_inputs -no_clocks]
set_input_delay [expr $clk_period * $clk_io_pct] -clock clk0 $non_clock_inputs
set_output_delay [expr $clk_period * $clk_io_pct] -clock clk0 [all_outputs]
==> results.py <==
# Physical implementation metrics
metrics = {
    "placement": {
        "dp_cells": 116,
        "io_buffers": 33,
        "gp_congestion": 0.6973,
        "dp_hpwl_um": 1049,
    },
    "sta": {
        "fin_crit_sh_pct": 96.17,
        "tns_ps": 0,
        "fmax_mhz": 1040,
        "period_needed_ps": 961.7,
        "relSlewSlack_pct": 82.32,
        "setup_viol": 0,
        "slew_viol_final": 0,
        "tightest_slew_ps": 264.4,
        "rsz0062_at_grt": "no",
        "holdWs_ps": 513.4,
        "hold_viol_final": 0,
    },
    "power": {
        "power.internal_w": 0.001147,
        "p_leak_nw": 0.3779,
        "p_seq_share_pct": 48.9,
        "ir_drop_uv": 726.8,
        "clkPwrFrac_pct": 39.9,
        "switching_share_pct": 17.65,
        "power.switching_w": 0.0002459,
        "comb_power_share_pct": 11.2,
        "power_density_nw_per_um2": 1517,
    },
    "layout": {
        "final_layout_size_suffix_gt1_share_pct": 34.29,
        "syn2layout_area_growth_pct": 97.84,
        "utilization_pct": 22.63,
        "instances_no_fill": 120,
        "fill_cells": 413,
        "largest_reg_flops": 16,
    },
    "worst_setup_path": {
        "path_cells": "dlygate4sd2_1",
        "path_buffers": 1,
        "endpoint_kind": "output pin",
        "path_class": "flip-flop to output pin",
        "worst_path_max_delay_cell": "dfxtp_1",
        "cp.required_ps": 800,
        "cp_max_fo": 1,
        "worst_setup_path_start_kind": "flip-flop",
        "critical_path_arrival_ps": 760,
        "cp_top_family": "flip-flops",
        "slowest_delay_ps": 290,
    },
    "grt": {
        "use_met3_pct": 4.143,
        "grt_max_degree": 11,
        "gr-max-usage-layer": "met3",
        "grt_use_met2_pct": 4.087,
        "grt.overflow.total": 0,
        "use_met1_pct": 3.988,
        "antenna_found_initial": 0,
        "grt_pass1_vias": 377,
        "grt_pass1_wl_um": 1973,
        "gr-usage-all-layers_pct": 3.428,
    },
    "routing": {
        "route.detailed.drc": 0,
        "drt-total-wl_um": 1214,
        "num_antenna_cells": 0,
        "drtIter0Drc": 4,
        "dr.pass1.iters": 2,
        "vias": 348,
        "viasPerCell": 2.900,
        "ant_nets": 0,
        "wl_per_cell_um": 10.12,
    },
    "run": {
        "cap_viol_max_count": 0,
        "tool_warnings": 25,
    },
    "outcome": {
        "status": "finished clean",
    },
    "logic_synthesis": {
        "ys_seq_share_pct": 69.00,
        "avgSynthCellArea_um2": 14.07,
        "edf_count": 0,
        "synth_area_um2": 464.2,
        "topCellsByArea": "dfxtp_1 (69%), nor2b_2 (13%), and2b_2 (11%)",
        "synthCells": 33,
        "synth.distinct_cells": 5,
        "synth.most_common_cell": "dfxtp_1",
        "ys_seq_elements": 16,
        "yosysChipArea_um2": 464.2,
        "ys_cells": 33,
        "synthFlopType": "dfxtp_1",
        "largest_area_cell": "dfxtp_1",
        "top_cell_area_share_pct": 69.00,
        "yosysWarnings": 1,
        "synthArstFlopShare_pct": 0,
        "top_cells_by_count": "dfxtp_1 (16), nor2b_2 (7), and2b_2 (6)",
    },
    "die": {
        "dieHeight_um": 85,
        "fp_util_pct": 11.44,
        "die_w_um": 85,
        "core_area_um2": 4058,
        "io_pins": 34,
        "num_rows": 23,
        "die-area_um2": 7225,
    },
    "clock_tree": {
        "clk_pin_slew_ps": 70,
        "post_cts_buffers": 0,
        "cts_sinks": 16,
        "cts_max_path_buffers": 2,
        "cts_made_buffers": 3,
        "cts_tree": "built",
        "hold_buffers": 0,
        "clock_tree.root_cell": "clkbuf_8",
        "ctsHtreeMaxLevel": 1,
    },
    "hold_path": {
        "hold_path_class": "input port to flip-flop",
    },
}
==> cell families (layout without fill, tap and decap cells) <==
group                  after synthesis  in the layout  synth area share, %
flip-flops                          16             16                69.00
AND/OR/NAND/NOR                     16             16                28.57
buffers and inverters                1             38                2.426
==> routing by layer <==
metal / vias to the layer above / routed length [um]
met5: - / 0
met4: 0 / 0
met3: 0 / 305
met2: 30 / 454
met1: 147 / 454
li1: 171 / -
==> area by class of cell <==
cell class | instances | area, um^2 | share of cell area [%]
repair buffers | 34 | 341.6 | 37.19
flip-flops and latches | 16 | 326.6 | 35.56
clock buffers | 4 | 55.05 | 5.995
multi-input cells | 16 | 132.6 | 14.44
well taps | 50 | 62.56 | 6.812
==> power by group through the flow <==
| stage | logic (W) | registers [W] | clock network [W] |
|---|---|---|---|
| after CTS | 0.000157 | 0.000678 | 0.000591 |
| after global routing | 0.000171 | 0.000685 | 0.000628 |
| final | 0.000156 | 0.000681 | 0.000556 |
==> worst paths after layout <==
path / depth (start not counted) / endpoint / slack [ps] / startpoint
setup / recovery: 1 / out[5] / 40 / out[5]$_SDFF_PP0_
hold / removal: 2 / out[8]$_SDFF_PP0_ / 510 / in[8]
==> what timing repair did <==
item / CTS / global route
gates cloned: 0 / 0
resized: 19 / 16
setup endpoints to repair: 16 / 10
hold endpoints to repair: 0 / 0
==> through the flow <==
stage / setup slack [ps] / area (um^2) / total power [W]
after CTS: 2.665 / 904.6 / 0.001427
after floorplan: 504.1 / 464.2 / 0.0007242
after global routing: 0.7143 / 918.4 / 0.001484
after global placement: -148.3 / 865.8 / 0.0008700
final: 38.32 / 918.4 / 0.001393
after detailed placement: -197.9 / 865.8 / 0.0008715
==> layout by cell type, fill, tap and decap left out <==
master           count
and2b_2              6
buf_12               1
clkbuf_2             1
clkbuf_8             4
clkdlybuf4s15_1     12
clkdlybuf4s50_1     17
dfxtp_1             11
dfxtp_2              5
dlygate4sd2_1        3
nor2b_1              3
nor2b_2              7
Power and IR drop assume default switching activity.
