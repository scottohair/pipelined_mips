**design/flow/run.sh**
```bash
#!/bin/bash
# OpenROAD 26Q1-2900-gdf79404cd8, Yosys 0.63+post, stock flow scripts
make -C /OpenROAD-flow-scripts/flow DESIGN_CONFIG=/design/flow/config.mk WORK_HOME=/design/flow/orfs finish
```
**design/flow/config.mk**
```make
export PLATFORM = sky130hd
export DESIGN_NAME = TwotoOnemux
export DESIGN_NICKNAME = TwotoOnemux
export VERILOG_FILES = /design/flow/design.v
export SDC_FILE = /design/flow/constraint.sdc
export NUM_CORES = 4
export LEC_CHECK = 1
export CORE_AREA = 10 10 70 70
export DIE_AREA = 0 0 80 80
```
**design/flow/constraint.sdc**
```tcl
current_design TwotoOnemux

set clk_period 1.0
set clk_io_pct 0.2

create_clock -name clk0 -period $clk_period

set non_clock_inputs [all_inputs -no_clocks]
set_input_delay [expr $clk_period * $clk_io_pct] -clock clk0 $non_clock_inputs
set_output_delay [expr $clk_period * $clk_io_pct] -clock clk0 [all_outputs]
```
**design/flow/design.v**
```verilog
module TwotoOnemux(a, b, s, out);
input [15:0] a, b;
input s;
output [15:0] out;
reg [15:0] out;
always @ (s or a or b)
        case (s)
                2'b0: out = a;
                2'b1: out = b;
        endcase
endmodule
```
==> run summary <==
status: finished with violations
failing checks: setup timing
crit path buf inv count: 3
Vias/cell: 3.18
cts hold-fix bufs: 0
flip-flops: 0
Routed WL: 1410 um
P per Cell Area: 379 nW/um^2
final hold violation count: 0
worst hold path depth: 3
Synth Seq Share: 0%
gpl congestion: 0.815
most frequent cells in the layout: dlygate4sd2_1, mux2_4, buf_6
crit-path most repeated cell: buf_12
Syn Area/Cell: 13.8 sq um
f_max: 947 MHz
worst slew pin tran: 71.0 ps
worst hold path endpoint: out[5]
Std-Cell Rows: 21
DRT iter0 DRCs: 2
Die Y: 80 um
Crit path arrival time: 860 ps
post-layout power: 0.301 mW
worst min path class: input port to output pin
post-route ant nets: 0
die outline area: 6400 sq um
DR WL/cell: 12.4 um
vias in the first global route: 430
post-synthesis cell type count: 4
crit-path cells: buf_12 > buf_12 > mux2_4 > buf_6
routed via count: 359
Post-route DRC: 0
Util after Layout: 23.3%
area delta synth->final: 219%
diode count: 0
final setup fails: 16
max-slew violations: 0
CP required: 800 ps
Mapped Area: 249 sq um
YS warnings: 1
initial antenna violation count: 0
Max VDD drop: 151 uV
peak fanout along the critical path: 8
Pleak: 0.417 nW
FF+latch area: 0 sq um
core area: 3420 sq um
Period minus WS final: 1060 ps
Clock Buffer Count: 0
CP peak stage delay: 300 ps
Cells after DPL: 112
hold slack: 794 ps
CP endpoint kind: output pin
Final Worst Setup Slack: -56.4 ps
num ports: 49
startpoint types: input port
CP top delay family: buffers and inverters
yosys synthesis chip area: 249 sq um
floorplan utilization: 7.29%
Critical-path top delay cell: mux2_4
post-DP HPWL: 1220 um
ys cells: 18
Pre-Repair DR Iteration Count: 2
largest net degree at the start of global routing: 9
Slew Limit Headroom: 95.3%
die width: 80 um
Post-CTS Setup Inserts: 0
share of cells above drive strength 1: 52.2%
RSZ-0062 raised after global routing: true
first-pass GRT wire length: 2190 um
total track usage: 4.20%
Max-Cap Viols: 0
kind of critical path: input port to output pin
period utilization: 106%
Gate Count Post-Synth: 18
IO buf count: 49
Commonest Layout Cell: dlygate4sd2_1
tool warnings: 34
min-delay src: a[5]
gr ovfl total: 0
Final Non-Filler Cells: 113
Fill cells: 374
-- final cells by class --
cell class | count | area, sq um | area share, %
repair buffers | 51 | 497 | 62.5
multi-input cells | 16 | 240 | 30.2
well taps | 46 | 57.6 | 7.24
-- through the flow --
step                worst slack (ps)  setup TNS [ps]  instance area [sq um]
global placement                -846          -13020                    786
detailed placement              -853          -13230                    786
CTS                            -60.2            -874                    763
global route                   -71.2           -1080                    795
floorplan                       72.5               0                    249
finish                         -56.4            -817                    795
-- layer usage --
| metal | wire (um) | GRT usage (%) |
|---|---|---|
| met5 | 0 | 0 |
| met4 | 0 | 0 |
| met3 | 329 | 3.30 |
| met2 | 337 | 4.49 |
| met1 | 738 | 6.39 |
-- cell usage after synthesis --
| cell type | number | area [sq um] |
|---|---|---|
| buf_12 | 1 | 20.0 |
| buf_6 | 1 | 11.3 |
| mux2_2 | 6 | 67.6 |
| mux2_4 | 10 | 150 |
-- worst max-delay path by stage --
stage     startpoint      end  slack (ps)  cells past startpoint
4_1_cts            s  out[15]         -60                      4
5_1_grt            s   out[6]         -70                      4
6_report           s  out[14]         -60                      4
-- tightest hold or removal path, cell delays in order --
cell and delay [ps]:
dlygate4sd2_1 190, mux2_4 120, buf_2 80
-- kinds of logic (layout without fill, tap and decap cells) --
kind of cell	Yosys count	count (layout)	share of synthesized area, %
buffers and inverters	2	51	12.6
multiplexers	16	16	87.4
-- repair_timing --
action / in CTS / in global routing
setup endpoints to repair: 16 / 16
cloned: 1 / 0
gates resized: 102 / 5
-- power breakdown --
group / switching, mW / internal [mW] / leakage [nW]
logic: 0.0674 / 0.234 / 0.417
clock network: 0 / 0 / 0
registers: 0 / 0 / 0
total: 0.0674 / 0.234 / 0.417
Power is estimated from default activity; no workload was simulated.
